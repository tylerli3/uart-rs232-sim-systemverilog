==> flow/design.v <==
module baud_gen #(parameter DIVIDER = 10)  
(  
	input logic clk,  
	input logic rst_n,  
	output logic tick  
);
	logic [$clog2(DIVIDER)-1:0] counter;  
	always_ff @(posedge clk or negedge rst_n) begin  
		if (!rst_n) begin  
			counter <= 0;
			tick <=0; 
		end else begin  
			if (counter == DIVIDER-1) begin  
				counter <= 0;
				tick <= 1;
			end else begin  
				counter <= counter+1;
				tick <= 0;
			end
		end
	end
endmodule
==> flow/run.sh <==
#!/bin/bash
# OpenROAD 26Q1-2900-gdf79404cd8, Yosys 0.63+post, stock flow scripts
make -C /OpenROAD-flow-scripts/flow DESIGN_CONFIG=/design/flow/config.mk WORK_HOME=/design/flow/orfs finish
==> flow/config.mk <==
export PLATFORM = sky130hd
export DESIGN_NAME = baud_gen
export DESIGN_NICKNAME = baud_gen
export VERILOG_FILES = /design/flow/design.v
export SDC_FILE = /design/flow/constraint.sdc
export NUM_CORES = 4
export LEC_CHECK = 1
export CORE_AREA = 10 10 70 70
export DIE_AREA = 0 0 80 80
==> flow/constraint.sdc <==
current_design baud_gen

set clk_period 1.2
set clk_io_pct 0.2

create_clock -name clk0 -period $clk_period [get_ports {clk}]

set non_clock_inputs [all_inputs -no_clocks]
set_input_delay [expr $clk_period * $clk_io_pct] -clock clk0 $non_clock_inputs
set_output_delay [expr $clk_period * $clk_io_pct] -clock clk0 [all_outputs]
==> job_summary.md <==
### Flow metrics

| Metric | Value |
|---|---|
| Clk latency late pin | 0.24 ns |
| Yosys stat area | slightly below 200 µm² |
| Number of antenna violations at the first check in global routing | 0 |
| First drt pass iteration count | 2 |
| Clock skew | about 0.0018 ns |
| Final setup margin | around 0.13 ns |
| PD cells | around 1200 mW/mm² |
| Chip Width | about 80 µm |
| Synth area leader | dfrtp_1 |
| Worst hold slack | roughly 0.22 ns |
| Syn. warnings | 1 |
| Core area | ~0.0034 mm² |
| Chip footprint | 0.00640 mm² |
| VDD IR max | about 0.49 mV |
| Util after Layout | under 10% |
| Count of cell types in the netlist | 11 |
| Max Freq | between 0.9 and 1 GHz |
| Synthesized area per cell | 12.3 µm² |
| Reg clk slew, reported paths | 0.04 ns |
| Port Buffers | 2 |
| Slowest cell on crit path | dfrtp_1 |
| Largest net degree at the start of global routing | 7 |
| CP Cell Sequence | dlygate4sd2_1 |
| Core Util at FP | 5.75% |
| Top cells, area | dfrtp_1 (64%), mux2_2 (5.7%), a221o_1 (5.1%), nor2b_2 (4.5%), xnor2_1 (4.5%) |
| Crit path depth | 1 |
| R2r worst-path depth | 2 |
| CP arrival | approximately 0.83 ns |
| CP max FO | 1 |
| Status | completed |
| DRC errors left | 0 |
| Lkg Pwr | between 0.1 and 0.15 nW |
| Startpoint types | flip-flop |
| ANT nets after route | 0 |
| Root Driver | clkbuf_4 |
| DR vias/cell | between 2 and 2.5 |
| Num ports | 3 |
| # rows | 21 |
| Synth Seq Share | 63.7% |
| Tot Pwr | ~370 µW |
| Buf+Inv Stages, Crit Path | 1 |
| Gr ovfl total | 0 |
| Slowest stage delay, CP | 0.36 ns |
| Ys flops | 5 |
| Drt first-iter violations | 1 |
| Non-filler cells, final | between 60 and 70 |
| Reg2reg setup slack | between 0.15 and 0.2 ns |
| Sum Neg Setup Slack | 0 ns |
| CTS tree | done |
| Cells after synthesis | 16 |
| H-tree depth | 1 |
| Finished Cell Area | 299 µm² |
| Crit-path leading delay family | flip-flops |
| RR Endpoint | counter[3] |
| Max-cap violations | 0 |
| Pre-CTS WS | roughly 0.17 ns |
| Worst setup EP type | output port |
| Post-Syn Area | 196 µm² |
| Diodes inserted | 0 |
| Tool warnings | 25 |
| Via count | around 140 |
| HP Class | input port to asynchronous set/reset pin |
| Die height | approximately 80 µm |
| Final Max Tran Viols | 0 |
| Post-DP HPWL | roughly 300 µm |
| First-pass GRT wire length | 579 µm |
| CTS max path bufs | 2 |
| Gr usage total | 1.30% |
| Final setup viols | 0 |
| CTS buffer count | 3 |
| Area delta synth->final | 52.2% |
| Hold Fails Final Rpt | 0 |
| Clock sinks | 5 |
| DP Area | 274 µm² |
| Max-area cell share | 63.7% |
| GP Congestion | approximately 0.59 |
| Worst Setup Path Type | flip-flop to output port |
| Final period util | about nine tenths |
| Fraction of layout cells with a size suffix above 1 | between 20% and 30% |
| R2r startpoint | counter[3] |
| Total Wirelength | ~380 µm |
| Vias in the first global route | between 100 and 150 |
| Worst-Margin Slew | ~0.22 ns |
| Routed wire per std cell | between 5 and 6 µm |
| Slew Limit Headroom | 85.1% |
| Post-CTS Setup Inserts | 0 |
| CP required | 0.96 ns |
| Tmin final | about 1.1 ns |
| Placed Cells | between 60 and 70 |
| RSZ-0062 raised after global routing | false |
| Yosys Instances | 16 |
-- layout make-up --
cell class	instances	area (µm²)
Fill cell	404	3120
Sequential cell	5	125
Timing Repair Buffer	2	18.8
Inverter	2	7.51
Tap cell	46	57.6
Multi-Input combinational cell	9	63.8
Clock buffer	4	26.3
-- repair_timing --
action,4_1_cts,5_1_grt
resized,1,0
endpoints found under the setup margin,1,0
hold buffers,0,0
-- cell families after synthesis --
family / count (synthesis) / share of synthesized area, %
flip-flops: 5 / 63.7
multiplexers: 1 / 5.73
AND/OR/NAND/NOR: 5 / 14.6
AND-OR/OR-AND: 2 / 7.64
XOR/XNOR: 1 / 4.46
buffers and inverters: 2 / 3.82
-- report_power, final --
part	switching [mW]	total, mW	internal [mW]
sequential	0	0.169	0.169
combinational	0.00299	0.00589	0.00290
clock	0.0653	0.191	0.125
-- cells in the final DEF (no fill, tap or decap) --
cell             count
nor2b_2              1
dlygate4sd2_1        1
dfrtp_1              5
nand2_1              1
a221o_1              1
inv_1                2
nor2_1               1
o21ai_1              1
nor3b_1              1
nor3_1               1
mux2_2               1
clkbuf_4             3
clkbuf_1             1
xnor2_1              1
clkdlybuf4s50_1      1
-- routing by layer --
layer | track usage (%) | up-vias | part of all wire, %
li1 | - | 65 | -
met2 | 1.28 | 5 | 43
met5 | 0 | - | 0
met4 | 0.176 | 0 | 0
met3 | 1.82 | 0 | 15
met1 | 1.54 | 67 | 42
-- cell usage after synthesis (all sizes together) --
cell type,count
a221o,1
dfrtp,5
inv,2
mux2,1
nand2,1
nor2,1
nor2b,1
nor3,1
nor3b,1
o21ai,1
xnor2,1
-- registers in the layout, indices dropped and copies added, names as in the netlist --
register  cells
tick          1
counter       4
-- how the worst max path moves through the flow --
| stage | from | end | slack [ns] |
|---|---|---|---|
| 4_1_cts | tick | tick | 0.11 |
| 5_1_grt | tick | tick | 0.09 |
| 6_report | tick | tick | 0.13 |
Power figures rest on the tool's default switching activity, not on a simulated workload.

--- ./design.v ---
module uart_tx (
    input  logic clk,
    input  logic rst_n,
    input  logic baud_tick,
    input  logic [7:0] tx_data,
    input  logic tx_start,
    output logic tx_busy,
    output logic tx_out
);
typedef enum logic [2:0] {  
        IDLE,
        START,
        DATA,
        STOP
    } state_t;
	 state_t state;  
	 logic [7:0] shift_reg;  
	 logic [2:0] bit_count;  
	 always_ff @(posedge clk or negedge rst_n) begin
		if (!rst_n) begin  
			state <= IDLE;
			tx_out <= 1'b1;  
			tx_busy <= 1'b0;
			shift_reg <= '0;
			bit_count <= '0;
		end else if (baud_tick) begin
			case (state)
				IDLE: begin
					tx_out <= 1'b1;
					if (tx_start) begin  
						state <= START;
						shift_reg <= tx_data;
						tx_busy <= 1'b1;
					end
				end
				START: begin
					state <= DATA;
					bit_count <= '0;
					tx_out <= 1'b0;  
				end
				DATA: begin
					tx_out <= shift_reg[0];  
					shift_reg <= shift_reg >> 1;  
					if (bit_count == 3'd7) begin  
						state <= STOP;
					end
					bit_count <= bit_count + 1;
				end
				STOP: begin
					state <= IDLE; 
					tx_out <= 1'b1;  
					tx_busy <= 1'b0;
				end
			endcase
		end
	 end
endmodule
--- ./run.sh ---
#!/bin/bash
# OpenROAD 26Q1-2900-gdf79404cd8, Yosys 0.63+post, stock flow scripts
make -C /OpenROAD-flow-scripts/flow DESIGN_CONFIG=/design/flow/config.mk WORK_HOME=/design/flow/orfs finish
--- ./config.mk ---
export PLATFORM = sky130hd
export DESIGN_NAME = uart_tx
export DESIGN_NICKNAME = uart_tx
export VERILOG_FILES = /design/flow/design.v
export SDC_FILE = /design/flow/constraint.sdc
export NUM_CORES = 4
export LEC_CHECK = 1
export CORE_AREA = 10 10 97 97
export DIE_AREA = 0 0 107 107
--- ./constraint.sdc ---
current_design uart_tx

set clk_period 2.8
set clk_io_pct 0.2

create_clock -name clk0 -period $clk_period [get_ports {clk}]

set non_clock_inputs [all_inputs -no_clocks]
set_input_delay [expr $clk_period * $clk_io_pct] -clock clk0 $non_clock_inputs
set_output_delay [expr $clk_period * $clk_io_pct] -clock clk0 [all_outputs]
==> impl_metrics.ini <==
; implementation run metrics
[synthesis]
ys_area_um2 = 812
yosysWarnings = 1
ys_cells = 72
synth_flop_count = 17
synthCells = 72
avgSynthCellArea_um2 = 11.3
synth_area_um2 = 812
ys_seq_share_pct = 52.7
synth_cell_types = 18

[clock_network]
clk_pin_slew_ps = 70
clock_latency_ps = 250
cts_num_sinks = 17
cts_hold_buf = 0
cts_tree = done
htreeDepth = 1
cts_root_buf = clkbuf_8
cts_buffer_depth = 2
ctsResizeCount = 0
cts_setup_buffers = 0
cts_buffers = 3

[run_status]
status = completed

[sta]
hold_viol = 0
finalClockSkew_ps = 1.43
fmax_mhz = 556
rsz0062_at_grt = false
fin_crit_sh_pct = 64.2
fin_setup_tns_ps = 0
fin_crit_ps = 1800
setup_viol = 0
maxSlewViolCount = 0
slew_headroom_pct = 49.5
worstMarginPinSlew_ps = 756

[global_route]
gr-usage-met2_pct = 4.30
grt_pass1_vias = 588
grt_pass1_wl_mm = 3.07
overflow = 0
grt_start_max_net_pins = 27
antenna_found_initial = 0
grtUsageTotal_pct = 3.34
use_met1_pct = 4.74
grt-busiest-layer = met1
grtUsageMet3_pct = 2.18

[route]
wl_per_cell_um = 10.1
vias_per_cell = 3.20
num_vias = 586
firstDrtPassIters = 3
finalWirelength_mm = 1.85
drcViolationCount = 0
drtIter0Drc = 29
antenna_left = 0
antennaDiodeCount = 0

[power]
pwr-share-clk_pct = 19.8
power.density_mw_per_mm2 = 870
p_int_uw = 622
pwr-share-comb_pct = 32.6
ir_worst_vdd_mv = 0.224
p_switching_uw = 316
seqPwrFrac_pct = 47.6
p_leak_uw = 0.000424
swShare_pct = 33.7

[placement]
dpl_cell_area_mm2 = 0.00103
port_buffers = 13
routabilityCongestion = 0.747

[worst_setup_path]
required_ps = 2240
cp_slowest_cell = dfstp_2
worst_ep_arrival_time_ps = 1240
crit_chain = clkdlybuf4s50_1
worstPathMaxFanout = 2
critPathKind = reg2out
timing.critical_path.slowest_cell_delay_ps = 530
crit_buf_inv = 1
worstSetupEndpointType = output pin
cp-start-kind = register
critPathTopFamily = flip-flops

[floorplan]
num_rows = 31
fp.dieH_um = 107
chipArea_mm2 = 0.0114
die_w_um = 107
io_pins = 14
core_area_mm2 = 0.00729
fp-utilization_pct = 11.1

[run]
maxCapViolCount = 0
warning_count = 25

[hold_path]
worstHoldPathType = reg2reg

[finish]
layout-drive-gt1-share_pct = 10.7
largest_reg_flops = 8
area_growth_pct = 32.7
seqCellArea_um2 = 428
final_area_mm2 = 0.00108
filler_cell_count = 843
mi_logic_area_um2 = 330
power by group through the flow:
stage,clock (µW),sequential [µW],combinational (µW)
CTS,188,447,310
global route,202,461,352
finish,185,446,306
synth_stat cells:
master / number / area share [%]
dfrtp_1: 15 / 46
a31oi_1: 8 / 6.2
a21oi_1: 7 / 4.3
mux2i_1: 7 / 8.6
nand2_1: 6 / 2.8
buf_2: 4 / 2.5
o21ai_0: 4 / 2.5
a22o_1: 3 / 3.2
inv_1: 3 / 1.4
a32o_1: 2 / 2.5
buf_6: 2 / 2.8
dfstp_2: 2 / 6.5
ha_1: 2 / 3.1
mux2_4: 2 / 3.7
nand3_1: 2 / 1.2
nor2b_1: 1 / 0.77
o22ai_1: 1 / 0.77
o2bb2ai_1: 1 / 1.1
stage by stage:
step	worst slack [ps]	hold WS (ps)	utilization (%)	cells	total power (µW)
after detailed placement	906	481	14.1	179	757
after CTS	988	485	14.8	183	945
after floorplan	1440	264	-	72	693
final	1000	491	14.8	183	937
after global routing	955	506	14.8	183	1020
after global placement	909	483	14.1	179	748
logic make-up (layout without fill, tap and decap cells):
family | after synthesis | count (layout) | synth area share (%)
AND/OR/NAND/NOR | 9 | 9 | 4.78
adder cells (fa/ha/maj) | 2 | 2 | 3.08
buffers and inverters | 9 | 21 | 6.63
AND-OR/OR-AND | 26 | 26 | 20.5
flip-flops | 17 | 17 | 52.7
multiplexers | 9 | 9 | 12.3
path summary, 6_finish.rpt:
path | startpoint | end | slack (ps) | cells after the start
min in group asynchronous | rst_n | state[1] | 750 | 1
hold reg to reg | state[3] | tx_busy | 490 | 1
max in group asynchronous | rst_n | shift_reg[2] | 1580 | 1
setup reg to reg | state[1] | shift_reg[7] | 1130 | 3
setup / recovery | tx_out | tx_out | 1000 | 1
hold / removal | state[3] | tx_busy | 490 | 1
cell usage in the layout, fill, tap and decap left out:
cell / netlist / routed
dfstp_2: 2 / 2
nand3_1: 2 / 2
dfrtp_1: 15 / 15
o2bb2ai_1: 1 / 1
clkdlybuf4s50_1: 0 / 13
buf_4: 0 / 1
clkbuf_8: 0 / 3
o21ai_0: 4 / 4
a32o_1: 2 / 2
ha_1: 2 / 2
nand2_1: 6 / 6
a31oi_1: 8 / 8
nor2b_1: 1 / 1
a22o_1: 3 / 3
mux2i_1: 7 / 7
inv_1: 3 / 3
clkinv_2: 0 / 1
o22ai_1: 1 / 1
mux2_4: 2 / 2
a21oi_1: 7 / 7
cell type report:
cell class / count / share of cell area (%)
multi-input combinational: 46 / 30.7
clock buffer: 3 / 3.83
inverter: 3 / 1.05
timing repair buffer: 14 / 12.8
sequential: 17 / 39.7
clock inverter: 1 / 0.465
tap: 99 / 11.5
layer usage:
layer,vias up,part of all wire [%]
met4,0,0
met5,-,0
met3,0,9.9
met1,281,51
li1,293,-
met2,12,39
Power figures rest on the tool's default switching activity, not on a simulated workload.

--- ./config.mk ---
export PLATFORM = sky130hd
export DESIGN_NAME = uart_rx
export DESIGN_NICKNAME = uart_rx
export VERILOG_FILES = /design/flow/design.v
export SDC_FILE = /design/flow/constraint.sdc
export NUM_CORES = 4
export LEC_CHECK = 1
export CORE_AREA = 10 10 91 91
export DIE_AREA = 0 0 101 101
--- ./run.sh ---
#!/bin/bash
# OpenROAD 26Q1-2900-gdf79404cd8, Yosys 0.63+post, stock flow scripts
make -C /OpenROAD-flow-scripts/flow DESIGN_CONFIG=/design/flow/config.mk WORK_HOME=/design/flow/orfs finish
--- ./design.v ---
module uart_rx #(parameter DIVIDER = 10)  
(
input logic clk,
input logic rst_n,  
input logic baud_tick,  
input logic rx_in,  
output logic [7:0] shift_reg,  
output logic rx_ready  
);
	typedef enum logic [2:0] {
		IDLE,
		START,
		DATA,
		STOP
	} state_t;  
	state_t state;  
	logic [2:0] bit_count;  
	logic rx_sync;  
	logic rx_in_meta;  
	logic [$clog2(DIVIDER/2):0] start_counter;  
	always_ff @(posedge clk) begin
		{rx_sync, rx_in_meta} <= {rx_in_meta, rx_in};  
	end
	always_ff @ (posedge clk or negedge rst_n) begin
		if (!rst_n) begin  
			state <= IDLE;  
			rx_ready <= 1'b0;
			shift_reg <= 8'd0;
			bit_count <= 3'd0;
			start_counter <= '0;
		end else begin
			rx_ready <= 1'b0;  
			case (state)
				IDLE: begin
					if (!rx_sync) begin  
						start_counter <= '0;
						state <= START;
					end
				end
				START: begin
					if (rx_sync) begin
						state <= IDLE;  
					end else if (start_counter == DIVIDER/2) begin
						bit_count <= 3'd0;  
						state <= DATA;  
					end
					start_counter <= start_counter + 1;
				end
				DATA: begin
					if (baud_tick) begin
					shift_reg <= {rx_sync, shift_reg[7:1]};  
						if (bit_count == 3'd7) begin
							state <= STOP;
						end
						bit_count <= bit_count +1;
					end
				end
				STOP: begin
					if (baud_tick) begin
						if (rx_sync) begin
							rx_ready <= 1'b1;  
						end
					end
					state <= IDLE;  
				end
			endcase
		end
	end
endmodule
--- ./constraint.sdc ---
current_design uart_rx

set clk_period 2.0
set clk_io_pct 0.2

create_clock -name clk0 -period $clk_period [get_ports {clk}]

set non_clock_inputs [all_inputs -no_clocks]
set_input_delay [expr $clk_period * $clk_io_pct] -clock clk0 $non_clock_inputs
set_output_delay [expr $clk_period * $clk_io_pct] -clock clk0 [all_outputs]
==> results.ini <==
[timing]
max_clock_freq_mhz = 657
finalCritPeriodShare_pct = 76.1
setup-violations-final = 0
final.setup.tns_ns = 0
setup_ws_ns = 0.479
slew_headroom_pct = 67.9
hold_violations = 0
slew_viol_final = 0
holdWs_ns = 0.333
rsz0062_at_grt = no
final.min_clock_period_ns = 1.52
worstMarginPinSlew_ns = 0.482
finClkSkew_ns = 0.00596

[critical_path]
ff2ff_setup_slack_ns = 0.57
critical_path_buf_inv_count = 1
worstSetupPathDepth = 3
crit_path_max_incr_delay_ns = 0.58
worstPathRequired_ns = 2.15
critPathSlowestCell = clkdlybuf4s50_1
cp_max_fo = 9
timing.reg2reg.worst_path_depth = 5
crit_path_start = baud_tick
cp-endpoint = shift_reg[5]
path_cells = clkdlybuf4s50_1, nand2_1, mux2_1
r2r_end = bit_count[0]
critPathKind = in -> reg
start_kind = input port
endpoint_kind = register
cp_top_family = buffers and inverters
r2r-start = start_counter[1]
arrival_ns = 1.67

[routing]
vias = 674
routedWlPerCell_um = 10.3
insertedDiodeCount = 0
drc = 0
drtPass1Iterations = 4
via_per_inst = 3.81
wl_mm = 1.83
drt_iter0_markers = 46
ant_nets = 0

[clock_tree]
cts-buffers-inserted = 3
insertion_delay_ns = 0.26
cts_tree = yes
clkTransAtPathRegs_ns = 0.08
root_buffer = clkbuf_8
cts_setup_buffers = 0
cts.sinks = 22
htree_levels = 1
cts.repair.resized = 0
postCtsHoldBufs = 0
clock_path_buffers = 2

[yosys]
edf_count = 0
synth-seq-cells = 22
avgSynthCellArea_sq_um = 11.7
yosysUniqueCellTypes = 33
ys_cells = 88
yosysChipArea_sq_mm = 0.00103
yosys_warnings = 1
synthArstFlopShare_pct = 90.9
ys_seq_share_pct = 52.5
flop_cell = dfrtp_1
synth_area_sq_mm = 0.00103
synthCells = 88

[final_layout]
largest_register_ffs = 8
nFillCells = 662
final_core_util_pct = 20.4
stdcell_area_sq_mm = 0.00130
area_growth_pct = 25.7
drive_above_1_share_pct = 8.00

[pwr]
p_int_uw = 721
p_seq_share_pct = 51.1
combPwrFrac_pct = 2.0
ir_worst_vdd_v = 0.000242
swShare_pct = 17.9
power_frac_clock_pct = 46.9
p_switching_uw = 157
powerDensity_mw_per_mm2 = 677
p_leak_nw = 0.542

[global_routing]
grt_pass1_wl_mm = 3.14
grt_pass1_vias = 659
gr-total-overflow = 0
grt_usage_pct = 3.68
antenna_found_initial = 0
grt_start_max_net_pins = 21

[placement]
placed_area_sq_mm = 0.00123
post-place-ws_ns = 0.201
dp_hpwl_mm = 1.33
place_congestion = 0.719
portBuffers = 12

[floorplanning]
rows = 29
die-area_sq_mm = 0.0102
fp.dieW_um = 101
die_h_um = 101
io_pins = 13
fp_util_pct = 16.3
coreArea_sq_mm = 0.00635

[job]
max-cap-violations = 0
warning_count = 26

[hold_path]
hold_class = reg -> reg
min_from = rx_in_meta

[status]
status = finished clean

## layout by cell type, fill, tap and decap left out, types with 3 or more instances in the layout
cell              n
dfrtp_1          19
clkdlybuf4s50_1  12
mux2_1            9
o21ai_0           6
nand2_1           6
nand3_1           6
nor2_1            4
ha_1              4
clkbuf_8          3
## final cells by class
cell class	count	area, sq um	area share [%]
flip-flops and latches	22	542	41.8
multi-input cells	60	457	35.2
repair buffers	13	128	9.84
well taps	77	96.3	7.43
clock buffers	3	41.3	3.18
clock inverters	1	30.0	2.31
inverters	1	3.75	0.289
## layer usage
| layer | global-route usage (%) | share of wire (%) | vias up |
|---|---|---|---|
| met5 | 0 | 0 | - |
| met4 | 0.750 | 2.2 | 0 |
| met3 | 1.25 | 7.3 | 2 |
| met2 | 5.55 | 43 | 13 |
| met1 | 5.03 | 48 | 318 |
| li1 | - | - | 341 |
## cells in the mapped netlist (3+ instances only)
library cell  instances  area share, %
buf_2                 3            1.5
dfrtp_1              19             46
ha_1                  4            4.8
mux2_1                9            9.8
nand2_1               6            2.2
nand3_1               6            2.9
nor2_1                4            1.5
o21ai_0               6            2.9
## worst min-delay path by stage
| stage | endpoint | cells after the start |
|---|---|---|
| CTS | rx_sync | 0 |
| global route | rx_sync | 0 |
| finish | rx_sync | 0 |
## cell families after synthesis
| kind of cell | count (synthesis) | share of synthesized area [%] |
|---|---|---|
| adder cells (fa/ha/maj) | 4 | 4.85 |
| buffers and inverters | 6 | 3.27 |
| flip-flops | 22 | 52.5 |
| multiplexers | 10 | 10.9 |
| AND-OR/OR-AND | 18 | 11.5 |
| AND/OR/NAND/NOR | 28 | 17.0 |
## stage by stage
step                total power [mW]  std cells
floorplan                      0.463         88
global placement               0.477        173
detailed placement             0.476        173
CTS                            0.893        177
global route                   0.922        177
finish                         0.878        177
## power groups by stage
stage                 registers (mW)  logic, mW  clock network, mW
after CTS                      0.449     0.0185              0.425
after global routing           0.450     0.0199              0.452
final                          0.449     0.0174              0.412
Power is estimated from default activity; no workload was simulated.
